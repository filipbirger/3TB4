===== flow/run.sh =====
#!/bin/bash
# OpenROAD 26Q1-2900-gdf79404cd8, Yosys 0.63+post, stock flow scripts
make -C /OpenROAD-flow-scripts/flow DESIGN_CONFIG=/design/flow/config.mk WORK_HOME=/design/flow/orfs finish

===== flow/constraint.sdc =====
current_design sevenSegDecoder

set clk_period 6.0
set clk_io_pct 0.2

create_clock -name clk0 -period $clk_period [get_ports {CLK}]

set non_clock_inputs [all_inputs -no_clocks]
set_input_delay [expr $clk_period * $clk_io_pct] -clock clk0 $non_clock_inputs
set_output_delay [expr $clk_period * $clk_io_pct] -clock clk0 [all_outputs]

===== flow/design.v =====
module sevenSegDecoder (
    input wire a, b, c, d, e, f,  
    input wire CLK, RST, EN, Key3,
    output reg [6:0] HEX0
);
    reg [6:0] segments;
    reg [3:0] count;
    reg prev_Key3; 
    reg [29:0] thirtycount;
    always @(posedge CLK ) begin
        if (!RST) begin
            count <= 4'b0000;
				thirtycount <= 30'b0000;
            segments <= 7'b1111111; 
            prev_Key3 <= 1'b0; 
        end else begin
            prev_Key3 <= Key3;
            if (EN & prev_Key3 & !Key3 & e) begin
                count <= count + 1'b1; 
            end
            if (f & e) begin
                segments <= 7'b1111111;
            end else if (!f & e) begin
                case (count)
                    4'b0000: segments <= 7'b1000000;  
                    4'b0001: segments <= 7'b1111001;  
                    4'b0010: segments <= 7'b0100100;  
                    4'b0011: segments <= 7'b0110000;  
                    4'b0100: segments <= 7'b0011001;  
                    4'b0101: segments <= 7'b0010010;  
                    4'b0110: segments <= 7'b0000010;  
                    4'b0111: segments <= 7'b1111000;  
                    4'b1000: segments <= 7'b0000000;  
                    4'b1001: segments <= 7'b0010000;  
						  4'b1010: segments <= 7'b0001110;  
						  4'b1011: segments <= 7'b1001111;  
						  4'b1100: segments <= 7'b1000111;  
						  4'b1101: segments <= 7'b1001111;  
						  4'b1110: segments <= 7'b0001100;  
                    default: segments <= 7'b1111111;  
                endcase
            end else if (!f & !e) begin
                segments[0] <= (~a & ~b & ~c & d) | (b & ~c & ~d) | (a & c & d) | (a & b & ~c);
                segments[1] <= (b & ~c & d) | (~a & b & c & ~d) | (a & ~b & c) | (a & b & ~c) | (a & c & d);
                case ({d,c,b,a})
                    4'b0000: segments <= 7'b1000000;  
                    4'b0001: segments <= 7'b1111001;  
                    4'b0010: segments <= 7'b0100100;  
                    4'b0011: segments <= 7'b0110000;  
                    4'b0100: segments <= 7'b0011001;  
                    4'b0101: segments <= 7'b0010010;  
                    4'b0110: segments <= 7'b0000010;  
                    4'b0111: segments <= 7'b1111000;  
                    4'b1000: segments <= 7'b0000000;  
                    4'b1001: segments <= 7'b0010000;  
						  4'b1010: segments <= 7'b0001110;  
						  4'b1011: segments <= 7'b1001111;  
						  4'b1100: segments <= 7'b1000111;  
						  4'b1101: segments <= 7'b1001111;  
						  4'b1110: segments <= 7'b0001100;  
                    default: segments <= 7'b1111111;  
                endcase
            end else if ( f & !e) 
            begin
                     if (EN) begin
                        thirtycount<= thirtycount + 1'b1;
                        if (!RST) begin
                        thirtycount<=30'b0;
                    end 
                    end
                    case (thirtycount[29:26])
                    4'b0000: segments <= 7'b1000000;  
                    4'b0001: segments <= 7'b1111001;  
                    4'b0010: segments <= 7'b0100100;  
                    4'b0011: segments <= 7'b0110000;  
                    4'b0100: segments <= 7'b0011001;  
                    4'b0101: segments <= 7'b0010010;  
                    4'b0110: segments <= 7'b0000010;  
                    4'b0111: segments <= 7'b1111000;  
                    4'b1000: segments <= 7'b0000000;  
                    4'b1001: segments <= 7'b0010000;  
                    4'b1010: segments <= 7'b0001110;  
						  4'b1011: segments <= 7'b1001111;  
						  4'b1100: segments <= 7'b1000111;  
						  4'b1101: segments <= 7'b1001111;  
						  4'b1110: segments <= 7'b0001100;  
                    default: segments <= 7'b1111111;  
                        endcase
            end  
        end
    end
    always @(segments) begin
        HEX0 <= segments;
    end
endmodule

===== flow/config.mk =====
export PLATFORM = sky130hd
export DESIGN_NAME = sevenSegDecoder
export DESIGN_NICKNAME = sevenSegDecoder
export VERILOG_FILES = /design/flow/design.v
export SDC_FILE = /design/flow/constraint.sdc
export NUM_CORES = 4
export LEC_CHECK = 1
export CORE_UTILIZATION = 50

==> results_dict.tcl <==
# implementation run metrics
set metrics [dict create \
    max_freq_ghz 0.235 \
    fin_skew_ps 17.7 \
    grt_pass1_vias 2053 \
    slowest_delay_ps 670 \
    grt_max_degree 28 \
    logic_area_mm2 0.00169 \
    core_area_mm2 0.00561 \
    grt_overflow_total 0 \
    worstPathCellList "clkdlybuf4s50_1, nand3b_1, or4_1, or4_4, a21boi_4, inv_2, ha_1, or2_2, o211ai_1, o21ai_0" \
    root_buffer "clkbuf_8" \
    grt_first_pass_wirelength_mm 9.32 \
    ff2ff_setup_slack_ps 3030 \
    cts_buffer_depth 2 \
    postSynthSeqShare_pct 37.7 \
    openroad.warnings 37 \
    drive_above_1_share_pct 7.04 \
    r2r_cells 9 \
    cp.arrival_ps 4450 \
    finalPower_w 0.000633 \
    antenna_found_initial 0 \
    n_fill_cell 526 \
    num_vias 2261 \
    clock.latency.late_pin_ps 310 \
    synth_cells 344 \
    std_cell_rows 27 \
    max-slew-margin-rel_pct 59.6 \
    top_cell "dfxtp_1" \
    fin_crit_ps 4250 \
    cts_tree "yes" \
    cp_data_required_time_ps 6200 \
    drt_first_iter_violations 124 \
    track_usage_pct 19.1 \
    ys_area_mm2 0.00297 \
    crit_path_start_kind "input pin" \
    fp.dieArea_mm2 0.00626 \
    dp_hpwl_mm 3.86 \
    h-tree-depth 2 \
    period_used_pct 70.8 \
    utilization_pct 57.9 \
    area_leaders "dfxtp_1, ha_1, xnor2_1" \
    postLayoutCellArea_mm2 0.00325 \
    path_delay_family "simple AND/OR/NAND/NOR gates" \
    common_cells "dfxtp_1, nand2_1, nor2_1" \
    numSynthFlops 56 \
    synth_cell_type_count 51 \
    path_buffers 2 \
    cp.depth 10 \
    placed_cells 419 \
    routabilityCongestion 0.859 \
    drc 0 \
    cts.sinks 56 \
    die_h_um 79.1 \
    yosys_most_used_dff "dfxtp_1" \
    hold_violations 0 \
    synthArstFlopShare_pct 0 \
    yosysCellCount 344 \
    dr.pass1.iters 4 \
    max-cap-violations 0 \
    cts_resized 0 \
    status "completed" \
    area_delta_synth_final_pct 9.17 \
    syn_avg_cell_area_um2 8.64 \
    diodes 0 \
    r2r_start "thirtycount[4]" \
    min_path_type "reg -> reg" \
    post_cts_buffers 0 \
    endpoint_kind "flip-flop" \
    edf_count 0 \
    critPathSlowestCell "or4_1" \
    grt_setup_unrepaired "false" \
    synth_area_mm2 0.00297 \
    fp_util_pct 53.0 \
    setup_viol 0 \
    path_clk_slew_ps 100 \
    numCtsBuffers 5 \
    viasPerCell 5.30 \
    critPathKind "in -> reg" \
    die_x_um 79.1 \
    yosysTopAreaCell "dfxtp_1" \
    slew_violations 0 \
    ir_drop_mv 0.161 \
    crit_path_start "e" \
    place_area_mm2 0.00315 \
    setup_tns_ps 0 \
    pin_count 17 \
    max_slew.worst_pin.slew_ps 600 \
    top_area_share_pct 37.7 \
    critical_path.max_fanout 16 \
    leakagePower_nw 1.26 \
    io_buffers 16 \
    wl_per_cell_um 12.4 \
    powerDensity_mw_per_mm2 195 \
    ant_nets 0 \
    regArea_mm2 0.00112 \
    ctsHoldBuffers 0 \
    instances_no_fill 427 \
    wirelength_mm 5.30 \
    yosys_warnings 1 \
]
-- stage by stage --
| stage | hold WS (ps) | setup slack [ps] |
|---|---|---|
| final | 490 | 1750 |
| after global routing | 512 | 1510 |
| after CTS | 493 | 1760 |
| after detailed placement | 458 | 1430 |
| after global placement | 483 | 1480 |
| after floorplan | 439 | 2310 |
-- area by class of cell --
cell class	count	share of cell area (%)
sequential	56	34.5
tap	72	2.78
timing repair buffer	17	5.17
multi-input combinational	253	52.0
inverter	21	2.58
clock inverter	1	0.231
clock buffer	7	2.66
-- report_power, final --
group	internal, W	leakage [nW]	switching [W]	total (W)
clock network	0.0000940	0.0445	0.000115	0.000209
registers	0.000376	0.454	0.00000179	0.000378
logic	0.0000236	0.761	0.0000221	0.0000457
-- placed cells by master (no fill, tap or decap), types with 3 or more instances in the layout --
cell              n
dfxtp_1          56
nand2_1          35
nor2_1           28
o21ai_0          21
and2_1           20
inv_1            19
xnor2_1          18
ha_1             17
clkdlybuf4s50_1  16
xor2_1           12
nand3_1          10
nand4_1           9
a21oi_1           9
nor3_1            6
o22ai_1           6
a211oi_1          6
clkbuf_8          6
a21boi_0          5
mux2_2            4
or3_1             4
a31oi_1           3
a21o_1            3
nor2b_1           3
-- metal layers --
metal	GRT usage, %	up-vias	wire, um
li1	-	1198	-
met1	30.8	1018	2830
met2	28.4	35	2180
met3	3.15	10	202
met4	2.00	0	82
met5	0	-	0
-- worst reg2reg max path: cells and delay by family, from the launching register on --
kind,cells,cell delay (ps)
and+or+nand+nor,4,1740
AOI/OAI and AO/OA,3,390
adders and majority gates,1,230
buffers and inverters,1,90
DFF,1,430
-- how the worst min path moves through the flow --
stage,from,end,depth (start not counted)
6_report,flip-flop,segments[1],2
5_1_grt,flip-flop,segments[1],2
4_1_cts,flip-flop,segments[5],2
-- cells by family after synthesis --
| group | Yosys count | share of synthesized area, % |
|---|---|---|
| AND-OR/OR-AND | 65 | 14.1 |
| adder cells (fa/ha/maj) | 17 | 7.15 |
| XOR/XNOR | 30 | 8.84 |
| buffers and inverters | 35 | 5.47 |
| AND/OR/NAND/NOR | 133 | 23.1 |
| flip-flops | 56 | 37.7 |
| multiplexers | 8 | 3.70 |
Power is estimated from default activity; no workload was simulated.
